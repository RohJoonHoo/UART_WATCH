==> design.v <==
`timescale 1ns / 1ps
module TOP_UART (
    input clk,
    input reset,
    input rx,
    output tx,
    output [7:0] seg,
    output [3:0] seg_comm
);
    wire w_rx_done;
    wire [7:0] w_rx_data;
    assign seg_comm = 4'b1110;
    uart U_UART_1(
        .clk(clk),
        .reset(reset),
        .btn_start(w_rx_done),
        .tx_data_in(w_rx_data),
        .tx(tx),
        .o_tx_done(),
        .rx(rx),
        .rx_done(w_rx_done),
        .rx_data(w_rx_data)
    );
endmodule
module uart (
    input clk,
    input reset,
    input        btn_start,
    input  [7:0] tx_data_in,
    output       tx,
    output       o_tx_done,
    input        rx,
    output       rx_done,
    output [7:0] rx_data
);
    wire w_tick;
    baud_tick_gen U_BAUD_Tick_Gen (
        .clk(clk),
        .reset(reset),
        .baud_tick(w_tick)
    );
    uart_tx U_UART_TX (
        .clk(clk),
        .reset(reset),
        .tick(w_tick),
        .start_trigger(btn_start),
        .data_in(tx_data_in),
        .o_tx(tx),
        .o_tx_done(o_tx_done)
    );
    uart_rx U_UART_RX (
        .clk(clk),
        .reset(reset),
        .tick(w_tick),
        .rx(rx),
        .rx_done(rx_done),
        .rx_data(rx_data)
    );
endmodule
module uart_tx (
    input clk,
    input reset,
    input tick,
    input start_trigger,
    input [7:0] data_in,
    output o_tx,
    output o_tx_done
);
    parameter IDLE = 2'b00;
    parameter START = 2'b01;
    parameter DATA = 2'b10;
    parameter STOP = 2'b11;
    reg [7:0] data_in_reg, data_in_next;
    reg [2:0] state, next_state;
    reg tx_reg, tx_next;
    reg tx_done, tx_done_next;
    reg [2:0] data_counter, data_counter_next;
    reg [3:0] tick_count_reg, tick_count_next;
    assign o_tx = tx_reg;
    assign o_tx_done = tx_done;
    always @(posedge clk, posedge reset) begin
        if (reset) begin
            state <= 1'b0;
            tx_reg <= 1'b1;
            tx_done <= 1'b0;
            data_counter <= 3'b000;
            tick_count_reg <= 4'h0;
            data_in_reg <= 0;
        end else begin
            state <= next_state;
            tx_reg <= tx_next;
            tx_done <= tx_done_next;
            data_counter <= data_counter_next;
            tick_count_reg <= tick_count_next;
            data_in_reg <= data_in_next;
        end
    end
    always @(*) begin
        next_state = state;
        tx_next = tx_reg;
        tx_done_next = tx_done;
        data_counter_next = data_counter;
        tick_count_next = tick_count_reg;
        data_in_next = data_in_reg;
        case (state)
            IDLE: begin
                tx_next = 1'b1;
                tx_done_next = 1'b0;
                tick_count_next = 4'h0;
                if (start_trigger) begin
                    next_state = START;
                    data_in_next = data_in;
                end
            end
            START: begin
                tx_done_next = 1'b1;
                tx_next = 1'b0;
                if (tick == 1'b1) begin
                    if (tick_count_reg == 4'hf) begin
                        next_state = DATA;
                        data_counter_next = 3'b000;
                        tick_count_next = 4'h0;
                    end else begin
                        tick_count_next = tick_count_reg + 1;
                    end
                end
            end
            DATA: begin
                tx_next = data_in_reg[data_counter];
                if (tick == 1'b1) begin
                    if (tick_count_reg == 4'hf) begin
                        tick_count_next = 4'h0;
                        if (data_counter == 3'b111) begin
                            next_state = STOP;
                        end else begin
                            next_state = DATA;
                            data_counter_next = data_counter + 1;
                        end
                    end else begin
                        tick_count_next = tick_count_reg + 1;
                    end
                end
            end
            STOP: begin
                tx_next = 1'b1;
                if (tick == 1'b1) begin
                    if (tick_count_reg == 4'hf) begin
                        next_state = IDLE;
                        tick_count_next = 4'h0;
                    end else begin
                        tick_count_next = tick_count_reg + 1;
                    end
                end
            end
        endcase
    end
endmodule
module uart_rx (
    input        clk,
    input        reset,
    input        tick,
    input        rx,
    output       rx_done,
    output [7:0] rx_data
);
    localparam IDLE = 2'b00;
    localparam START = 2'b01;
    localparam DATA = 2'b10;
    localparam STOP = 2'b11;
    reg [1:0] state, next_state;
    reg rx_done_reg, rx_done_next;
    reg [2:0] bit_count_reg, bit_count_next;
    reg [4:0] tick_count_reg, tick_count_next;
    reg [7:0] rx_data_reg, rx_data_next;
    assign rx_done = rx_done_reg;
    assign rx_data = rx_data_reg;
    always @(posedge clk, posedge reset) begin
        if (reset) begin
            state          <= 0;
            rx_done_reg    <= 0;
            rx_data_reg    <= 0;
            bit_count_reg  <= 0;
            tick_count_reg <= 0;
        end else begin
            state          <= next_state;
            rx_done_reg    <= rx_done_next;
            rx_data_reg    <= rx_data_next;
            bit_count_reg  <= bit_count_next;
            tick_count_reg <= tick_count_next;
        end
    end
    always @(*) begin
        next_state = state;
        tick_count_next = tick_count_reg;
        bit_count_next = bit_count_reg;
        rx_data_next = rx_data_reg;
        rx_done_next = rx_done_reg;
        case (state)
            IDLE: begin
                tick_count_next = 0;
                bit_count_next  = 0;
                rx_done_next = 0;
                if (rx == 1'b0) begin
                    next_state = START;
                end
            end
            START: begin
                if (tick == 1'b1) begin
                    if (tick_count_reg == 7) begin
                        next_state = DATA;
                        tick_count_next = 0;
                    end else begin
                        tick_count_next = tick_count_reg + 1;
                    end
                end
            end
            DATA: begin
                if (tick == 1'b1) begin
                    if (tick_count_reg == 15) begin
                        rx_data_next[bit_count_reg] = rx;
                        tick_count_next = 0;
                        if (bit_count_reg == 7) begin
                            next_state = STOP;
                            bit_count_next = 0;
                        end else begin
                            next_state = DATA;
                            bit_count_next = bit_count_reg + 1;
                        end
                    end else begin
                        tick_count_next = tick_count_reg + 1;
                    end
                end
            end
            STOP: begin
                if (tick == 1'b1) begin
                    if (tick_count_reg == 23) begin
                        rx_done_next = 1'b1;
                        next_state = IDLE;
                        tick_count_next = 0;
                    end else begin
                        tick_count_next = tick_count_reg + 1;
                    end
                end
            end
        endcase
    end
endmodule
module baud_tick_gen (
    input  clk,
    input  reset,
    output baud_tick
);
    parameter BAUD_RATE = 9600;
    localparam BAUD_COUNT = (100_000_000 / BAUD_RATE) / 16;
    reg [$clog2(BAUD_COUNT)-1 : 0] count_reg, count_next;
    reg tick_reg, tick_next;
    assign baud_tick = tick_reg;
    always @(posedge clk, posedge reset) begin
        if (reset) begin
            count_reg <= 0;
            tick_reg  <= 0;
        end else begin
            count_reg <= count_next;
            tick_reg  <= tick_next;
        end
    end
    always @(*) begin
        count_next = count_reg;
        tick_next  = tick_reg;
        if (count_reg == BAUD_COUNT - 1) begin
            count_next = 0;
            tick_next  = tick_reg + 1;
        end else begin
            count_next = count_reg + 1;
            tick_next  = 1'b0;
        end
    end
endmodule
==> run.sh <==
#!/bin/bash
# OpenROAD 26Q1-2900-gdf79404cd8, Yosys 0.63+post, stock flow scripts
make -C /OpenROAD-flow-scripts/flow DESIGN_CONFIG=/design/flow/config.mk WORK_HOME=/design/flow/orfs finish
==> config.mk <==
export PLATFORM = sky130hd
export DESIGN_NAME = TOP_UART
export DESIGN_NICKNAME = TOP_UART
export VERILOG_FILES = /design/flow/design.v
export SDC_FILE = /design/flow/constraint.sdc
export NUM_CORES = 4
export LEC_CHECK = 1
export CORE_UTILIZATION = 30
==> constraint.sdc <==
current_design TOP_UART

set clk_period 3.1
set clk_io_pct 0.2

create_clock -name clk0 -period $clk_period [get_ports {clk}]

set non_clock_inputs [all_inputs -no_clocks]
set_input_delay [expr $clk_period * $clk_io_pct] -clock clk0 $non_clock_inputs
set_output_delay [expr $clk_period * $clk_io_pct] -clock clk0 [all_outputs]
==> GITHUB_STEP_SUMMARY <==
## PnR job results

| Metric | Value |
|---|---|
| Slowest CP cell | `o211ai_4` |
| Die Wd | `98.14 µm` |
| Port bufs | `3` |
| Final Hold Viols | `0` |
| Post-synth ARST share | `1.000` |
| Routed WL per cell | `around 12 µm` |
| Max stage delay on crit path | `0.43 ns` |
| Leakage | `0.001282 µW` |
| Final setup viols | `0` |
| Worst path required time | `around 3.3 ns` |
| Place WS | `1.172 ns` |
| Layout cells sized above 1 | `0.1341` |
| Startpoint types | `flop` |
| TNS Setup | `0 ns` |
| Hold path depth | `1` |
| Hold Path Class | `flop to flop` |
| Unrepaired setup endpoints after global routing | `no` |
| Drt total wl | `between 4000 and 5000 µm` |
| Largest net degree at the start of global routing | `31` |
| CP cell instances | `ha_1 > and4b_2 > o211ai_4 > nor4_2 > mux2_1` |
| Final min period | `roughly 1.9 ns` |
| FF-to-FF path depth | `5` |
| GPL Wtd Cong | `approximately 0.86` |
| # Max-Cap Violations | `0` |
| Core box area | `approximately 0.009 mm²` |
| Max FO, Critical Path | `15` |
| Grt met1 use | `0.1703` |
| Fmax | `514.4 MHz` |
| Slew headroom | `0.5322` |
| DR vias/cell | `a little under 5` |
| Clk slew on worst S/H paths | `0.09 ns` |
| Worst setup path category | `flop to flop` |
| Setup Buffers After CTS | `0` |
| Synth cell types | `approximately 50` |
| Cycle use final | `0.6271` |
| Average size of a mapped cell | `10.66 µm²` |
| Met3 global-route usage | `0.01599` |
| Core Rows | `34` |
| CP endpoint kind | `flop` |
| DRC | `0` |
| Post_cts resized | `0` |
| Htree depth | `2` |
| Final slew viol count | `0` |
| Antenna violations before repair | `0` |
| WP buf/inv | `0` |
| Clock Skews | `roughly 0.007 ns` |
| M2 GR Usage | `0.1457` |
| Yosys Instances | `260` |
| Tool warnings | `28` |
| Crit path depth | `5` |
| Antenna-violating nets left | `0` |
| Chip area | `slightly below 0.01 mm²` |
| DR vias | `1827` |
| YS chip area | `0.002773 mm²` |
| Yosys warnings | `11` |
| Overall Global Routing Usage | `0.1025` |
| Area growth from synthesis to layout | `6.408%` |
| Vias in the first global route | `~1700` |
| Cell Pwr Density | `~390 mW/mm²` |
| CTS Buf Count | `5` |
| Post-synth EDFFs | `0` |
| Hold buffers post-CTS | `0` |
| Total grt overflow | `0` |
| Core utilization at floorplan | `0.3133` |
| Boundary Pins | `16` |
| Global-route wire length before repair | `7941 µm` |
| CTS tree | `yes` |
| Most Crowded Layer GR | `met1` |
| Maximum vdd drop | `0.1935 mV` |
| Post-synth seq share | `0.4707` |
| Clk latency late pin | `approximately 0.3 ns` |
| Crit path max-delay family | `AND-OR/OR-AND gates` |
| Status | `finished clean` |
| DR iter-0 viols | `57` |
| Worst-Margin Slew | `between 0.6 and 0.7 ns` |
| Post-Syn Area | `between 0.002 and 0.003 mm²` |
| CP arrival | `roughly 2.1 ns` |
| # diodes | `0` |
| FF+latch count, synth | `52` |
| Detailed Place HPWL | `between 3000 and 4000 µm` |
| Die height | `98.14 µm` |
| Max Root-Sink Buffers | `2` |
| CTS root buffer | `clkbuf_8` |
| PnR worst setup slack | `1.156 ns` |
| Syn Inst Count | `approximately 260` |
| CTS sink cnt | `about 52` |
| Drt first pass iters | `4` |
| Max FFs per register | `10` |
| Main flop type | `dfrtp_1` |
==> kinds of logic after synthesis <==
group	count (synthesis)	synth area share
AOI/OAI and AO/OA	50	0.1431
xor gates and xnor gates	11	0.03475
adders and majority gates	11	0.04964
buffers and inverters	33	0.06814
DFF	52	0.4707
muxes	16	0.07265
other	2	0.002709
and+or+nand+nor	85	0.1584
==> where the power goes <==
part	internal, µW	total (µW)	switching [µW]	leakage [µW]
clock	240	459	219	0.0000552
sequential	680	681	1.12	0.000673
combinational	5.16	20.8	15.7	0.000554
==> Yosys cell counts (all sizes together) (2+ instances only) <==
| cell type | count | area (µm²) |
|---|---|---|
| dfrtp | 49 | 1226 |
| nand2 | 24 | 90.09 |
| nor2 | 21 | 78.83 |
| buf | 18 | 132.6 |
| mux2 | 13 | 146.4 |
| o21ai | 13 | 65.06 |
| nand3 | 12 | 60.06 |
| ha | 11 | 137.6 |
| inv | 11 | 41.29 |
| o31ai | 8 | 83.83 |
| a22o | 6 | 52.55 |
| nand4 | 6 | 37.54 |
| xnor2 | 6 | 52.55 |
| xor2 | 5 | 43.79 |
| a21oi | 4 | 20.02 |
| clkbuf | 4 | 15.01 |
| o41ai | 4 | 42.55 |
| dfstp | 3 | 78.83 |
| nand3b | 3 | 22.52 |
| nor3 | 3 | 15.01 |
| nor4 | 3 | 31.28 |
| a211oi | 2 | 15.01 |
| a21o | 2 | 15.01 |
| a31oi | 2 | 12.51 |
| and3 | 2 | 12.51 |
| and4 | 2 | 17.52 |
| and4b | 2 | 22.52 |
| conb | 2 | 7.510 |
| mux4 | 2 | 45.04 |
| nand2b | 2 | 12.51 |
| nor3b | 2 | 15.01 |
| o22ai | 2 | 12.51 |
==> worst paths after layout <==
| path | start | endpoint | slack (ns) |
|---|---|---|---|
| worst max-delay path | U_UART_1.U_UART_RX.tick_count_reg[0] | U_UART_1.U_UART_RX.rx_data_reg[0] | 1.16 |
| worst min-delay path | U_UART_1.U_UART_RX.rx_done_reg | U_UART_1.U_UART_TX.state[0] | 0.47 |
| worst max register to register | U_UART_1.U_UART_RX.tick_count_reg[0] | U_UART_1.U_UART_RX.rx_data_reg[0] | 1.16 |
| worst min register to register | U_UART_1.U_UART_RX.rx_done_reg | U_UART_1.U_UART_TX.state[0] | 0.47 |
| max in group asynchronous | reset | U_UART_1.U_UART_TX.data_in_reg[4] | 1.72 |
| min in group asynchronous | reset | U_UART_1.U_UART_TX.tick_count_reg[3] | 0.72 |
==> worst reg2reg max path: cells and delay by family, from the launching register on <==
family | cells | cell delay [ns]
DFF | 1 | 0.42
muxes | 1 | 0.32
AOI/OAI and AO/OA | 1 | 0.43
and+or+nand+nor | 2 | 0.40
adders and majority gates | 1 | 0.27
==> final cells by class <==
| cell class | instances | area [µm²] |
|---|---|---|
| flip-flops and latches | 52 | 1305 |
| inverters | 11 | 41.29 |
| repair buffers | 5 | 45.04 |
| clock buffers | 6 | 72.57 |
| well taps | 108 | 135.1 |
| multi-input cells | 185 | 1316 |
| clock inverters | 2 | 35.03 |
| fillers | 877 | 5898 |
==> placed cells by master, fill, tap and decap left out, drive strengths merged, types with 8 or more instances in the layout <==
| master | count |
|---|---|
| mux2 | 13 |
| nor2 | 21 |
| dfrtp | 49 |
| nand2 | 24 |
| o31ai | 8 |
| conb | 12 |
| ha | 11 |
| nand3 | 12 |
| o21ai | 13 |
| inv | 11 |
==> metal layers <==
layer  wire length [µm]  vias to the layer above
met2               1995                       24
li1                   -                      917
met3                124                        4
met4                 61                        0
met5                  0                        -
met1               2367                      882
==> stage by stage <==
stage | hold slack [ns] | area, µm² | instances | util | total power, µW
floorplan | 0.4137 | 2810 | 270 | - | 715.9
global placement | 0.4373 | 2843 | 361 | 0.3213 | 716.9
detailed placement | 0.4480 | 2843 | 361 | 0.3213 | 716.8
CTS | 0.4707 | 2950 | 369 | 0.3334 | 1176
global route | 0.5254 | 2950 | 369 | 0.3334 | 1212
finish | 0.4659 | 2950 | 369 | 0.3334 | 1161
No activity file was given, so power comes from the tool's default toggle rates.
